File: flow/run.sh
#!/bin/bash
# OpenROAD 26Q1-2900-gdf79404cd8, Yosys 0.63+post, stock flow scripts
make -C /OpenROAD-flow-scripts/flow DESIGN_CONFIG=/design/flow/config.mk WORK_HOME=/design/flow/orfs finish
File: flow/config.mk
export PLATFORM = sky130hd
export DESIGN_NAME = ServoTop
export DESIGN_NICKNAME = ServoTop
export VERILOG_FILES = /design/flow/design.v
export SDC_FILE = /design/flow/constraint.sdc
export NUM_CORES = 4
export LEC_CHECK = 1
export CORE_UTILIZATION = 40
File: flow/constraint.sdc
current_design ServoTop

set clk_period 27.1
set clk_io_pct 0.2

create_clock -name clk0 -period $clk_period [get_ports {clk}]

set non_clock_inputs [all_inputs -no_clocks]
set_input_delay [expr $clk_period * $clk_io_pct] -clock clk0 $non_clock_inputs
set_output_delay [expr $clk_period * $clk_io_pct] -clock clk0 [all_outputs]
File: flow/design.v
`timescale 1ns / 1ps
`default_nettype none
module ServoController #(
    parameter SIGNAL_BIT_WIDTH  = 16,
    parameter ADDRESS_BIT_WIDTH = 2,
    parameter PWM_SIGNAL_COUNT  = 4
)
(
    input wire clk,
    input wire rst,
    input wire cs,  
    input wire  [ADDRESS_BIT_WIDTH-1:0] addr,
    input wire  [SIGNAL_BIT_WIDTH-1:0]  data,
    output wire [PWM_SIGNAL_COUNT-1:0]  signal
);
wire [PWM_SIGNAL_COUNT-1:0] load_select;
assign load_select[0]  = (addr == 2'b00 && cs) ? 1 : 0;
assign load_select[1]  = (addr == 2'b01 && cs) ? 1 : 0;
assign load_select[2]  = (addr == 2'b10 && cs) ? 1 : 0;
assign load_select[3]  = (addr == 2'b11 && cs) ? 1 : 0;
ServoModule U0(
    .clk(clk),
    .rst(rst),
    .load(load_select[0]),
    .data(data),
    .signal(signal[0])
);
ServoModule U1(
    .clk(clk),
    .rst(rst),
    .load(load_select[1]),
    .data(data),
    .signal(signal[1])
);
ServoModule U2(
    .clk(clk),
    .rst(rst),
    .load(load_select[2]),
    .data(data),
    .signal(signal[2])
);
ServoModule U3(
    .clk(clk),
    .rst(rst),
    .load(load_select[3]),
    .data(data),
    .signal(signal[3])
);
endmodule
`timescale 1ns / 1ps
`default_nettype none
module ServoModule(
	input wire clk,
	input wire rst,
	input wire load,
	input wire [15:0] data,
	output reg signal
);
parameter MAX_COUNT    = 20000*100;
parameter COUNT_WIDTH  = 32;
reg  [COUNT_WIDTH-1:0] counter;
reg  [COUNT_WIDTH-1:0] compare_value;
reg  [COUNT_WIDTH-1:0] tmp_compare_value;
always @(posedge clk or
		 posedge rst) begin
    if (rst) begin
        counter = 0;
        compare_value = 0;
        tmp_compare_value = 0;
    end
    else if(load) begin
        tmp_compare_value = data;
    end
    else begin
        if(counter > MAX_COUNT) begin
        	compare_value = tmp_compare_value;
	        counter = 0;
        	signal = 1;
        end
        if(counter >= compare_value*100) begin
        	signal = 0;
        end
	    counter = counter + 1;
    end
end
endmodule
`timescale 1ns / 1ps
`default_nettype none
module ServoTop(
	input wire clk,
	input wire rst,
	output wire [3:0] signal
);
wire [31:0] data;
reg cs;
reg [1:0] addr;
reg [15:0] data_reg;
assign data = (cs) ? data_reg : 0;
ServoController servo(
    .clk(clk),
    .rst(rst),
    .cs(cs),  
    .addr(addr[1:0]),
    .data(data[15:0]),
    .signal(signal)
);
reg [2:0] init;
always @(posedge clk or posedge rst) begin
	if (rst)
	begin
		init = 0;
		cs = 1;
	end
	else if(init < 3'b100)
	begin
		addr = init;
		case(addr)
			3'b000: begin
				data_reg = 32'd500;
			end
			3'b001: begin
				data_reg = 32'd1000;
			end
			3'b010: begin
				data_reg = 32'd1500;
			end
			3'b011: begin
				data_reg = 32'd2000;
			end
		endcase
		init = init + 1;
	end
	else begin
		cs = 0;
	end
end
endmodule
==> changes_impl.md <==
### Physical design

* Outcome: finished clean
* Crit path max fanout at 22
* Layout cell share with drive strength beyond 1 at 0.0513
* Number of OpenROAD warnings at 34
* Crit path max-delay cell type: sky130_fd_sc_hd__fa_1
* Initial antenna violation count at 0
* Number of global-route vias before repair at 17.9k
* Total clock buffers created by CTS at 36
* Total cells reported by yosys after synthesis at 2946
* IR drop worst, VDD at 30.2 uV
* Final hold vios at 0
* Type of origin of the critical path: register
* Post-route fraction of the period consumed by the critical path at 0.283
* DR iter-0 viols at 675
* Number of setup buffers added after CTS at 0
* Crit path required time at 27390 ps
* Post_cts resized at 0
* TritonCTS clock tree: built
* Total wire length at 49.6 mm
* Clock root buffer: sky130_fd_sc_hd__clkbuf_16
* Most used DFF post-synth: sky130_fd_sc_hd__dfrtp_1
* Maximum clock rate at 0.130 GHz
* Number of placement rows at 93
* Share of synthesized registers carrying an async set or reset at 0.959
* Cell count after synthesis at 2946
* Area of the synthesized netlist per yosys stat at 26200 um^2
* RSZ-0062 raised after global routing: false
* Buffers added on ports at 5
* Vert. Die Dim at 258 um
* Final RePlAce weighted congestion at 0.880
* Count of flip-flops with a built-in enable after synthesis at 12
* Least-Margin Pin Slew at 780 ps
* CP Capture Type: register
* Remaining global-route overflow at 0
* Number of inserted diodes at 0
* Insertion delay of the later-clocked pin in the worst-skew pair at 560 ps
* Pin count of the biggest net entering global routing at 130
* HPWL after detailed placement at 37.1 mm
* Final core occ at 0.443
* Via density per instance at 4.84
* Residual DRC at 0
* Static Leak at 16.3 nW
* Per-cell routed wire length at 12.9 um
* Global-route usage over all layers at 0.160
* Fin. max-slew vios at 0
* Total Die Area at 66600 um^2
* Number of nets with antenna violations after routing at 0
* Area of placed instances at 27400 um^2
* Worst setup skew after layout at 16.3 ps
* Number of flip-flops and latches in the synthesized netlist at 292
* First-pass DRT Iterations at 5
* Total via count in the routed design at 18.7k
* Max-cap check violation count at 0
* Post-route setup TNS at 0 ps
* Class of the tightest hold or removal check: reg -> reg
* Cell area after layout at 28600 um^2
* Final setup fails at 0
* Synth Area per Inst at 8.90 um^2
* Die width at 258 um
* Standard cell core area at 64600 um^2
* Global-route wire length before repair at 86.7 mm
* Yosys warnings at 2
* Time the final worst path needs with I/O delays and setup at 7680 ps
* Arrival time at the worst endpoint at 7970 ps
* Synth-to-layout area growth at 9.09%
* Critical path start-end classification: reg -> reg
* Relative slew margins at 0.479
* Io pins at 6
* Number of fill cells at 6224
* Clock transition time at the flip-flop clock pins of the worst setup and hold paths at 60 ps
* Delay of the slowest cell on the worst path at 490 ps
* Maximum number of buffers from clock root to sink at 3
* Part of the Yosys area used for sequential elements at 0.281
* Netlist Area Pre-Place at 26200 um^2
* Post-cts hold-fix buffer tally at 0
* Distinct cell type count after synthesis at 94
* CTS Sinks at 292
* H-tree levels at 2
* Initial core utilization at 0.406
* Power density relative to cell area at 33.9 nW/um^2
[cell families after synthesis]
logic type      share of synthesized area
xor+xnor                           0.0464
fa+ha+maj                           0.283
flops                               0.281
buf+inv                            0.0758
mux                                0.0167
simple gates                        0.191
compound gates                      0.105
other cells                      0.000143
[worst max-delay path: cells and delay by family, from the launching register on]
kind	cells	cell delay [ps]
XOR/XNOR	1	170
flip-flops	1	460
AND/OR/NAND/NOR	5	1570
AND-OR/OR-AND	15	3100
adder cells (fa/ha/maj)	5	1680
buffers and inverters	4	460
[final timing paths]
| path | from | slack (ps) | cells after the start | endpoint |
|---|---|---|---|---|
| max | servo.U2.counter[8] | 19420 | 30 | servo.U2.signal |
| min in group asynchronous | rst | 5440 | 3 | servo.U1.counter[0] |
| min | servo.U0.compare_value[0] | 480 | 1 | servo.U0.compare_value[0] |
| max reg2reg | servo.U2.counter[8] | 19420 | 30 | servo.U2.signal |
| max in group asynchronous | rst | 19970 | 5 | servo.U1.compare_value[16] |
| min reg2reg | servo.U0.compare_value[0] | 480 | 1 | servo.U0.compare_value[0] |
[metrics by stage]
stage                     cells  total power, mW  hold slack, ps  worst slack (ps)
after floorplan            2989            0.463             444             13960
after global placement     3796            0.469             459             19270
after detailed placement   3796            0.469             463             19280
after CTS                  3857            0.987             479             19300
after global routing       3857             1.01             495             18760
final                      3857            0.970             476             19420
[layout make-up]
cell class / instances / area [um^2] / area share
multi-input cells: 2185 / 17000 / 0.596
flip-flops and latches: 292 / 7370 / 0.258
inverters: 440 / 1660 / 0.0580
well taps: 855 / 1070 / 0.0374
clock buffers: 49 / 1050 / 0.0367
clock inverters: 12 / 206 / 0.00722
repair buffers: 24 / 205 / 0.00717
[power by group]
group | switching (mW) | total (mW) | internal [mW] | leakage [nW]
sequential | 0.000348 | 0.439 | 0.439 | 3.98
combinational | 0.0144 | 0.0209 | 0.00657 | 11.7
clock | 0.198 | 0.509 | 0.311 | 0.613
total | 0.213 | 0.970 | 0.757 | 16.3
[cell usage in the layout, fill, tap and decap left out, types with 36 or more instances in the layout]
master / n
sky130_fd_sc_hd__o21ai_0: 82
sky130_fd_sc_hd__ha_1: 440
sky130_fd_sc_hd__xnor2_1: 74
sky130_fd_sc_hd__conb_1: 44
sky130_fd_sc_hd__and3_1: 51
sky130_fd_sc_hd__fa_1: 96
sky130_fd_sc_hd__xor2_1: 65
sky130_fd_sc_hd__dfrtp_1: 279
sky130_fd_sc_hd__a21oi_1: 107
sky130_fd_sc_hd__clkbuf_16: 37
sky130_fd_sc_hd__nor2_1: 87
sky130_fd_sc_hd__and2_1: 190
sky130_fd_sc_hd__a21o_1: 78
sky130_fd_sc_hd__nand2_1: 425
sky130_fd_sc_hd__nand4_1: 36
sky130_fd_sc_hd__inv_1: 439
sky130_fd_sc_hd__nand3_1: 61
[per-layer routing]
layer | global-route usage | part of all wire | up-vias
met1 | 0.264 | 0.54 | 8620
met3 | 0.0210 | 0.030 | 46
met5 | 0 | 0 | -
li1 | - | - | 9846
met4 | 0.0217 | 0.016 | 0
met2 | 0.234 | 0.42 | 146
[Yosys cell counts, types with 5 or more instances]
master,instances,area [um^2]
sky130_fd_sc_hd__o21bai_1,16,120
sky130_fd_sc_hd__mux2_2,25,282
sky130_fd_sc_hd__nor2b_1,12,75.1
sky130_fd_sc_hd__clkbuf_1,50,188
sky130_fd_sc_hd__a31o_2,6,52.6
sky130_fd_sc_hd__or3_1,8,50.1
sky130_fd_sc_hd__ha_1,440,5510
sky130_fd_sc_hd__a21o_1,78,586
sky130_fd_sc_hd__and2_1,190,1190
sky130_fd_sc_hd__and3_1,51,319
sky130_fd_sc_hd__or4_1,6,45.0
sky130_fd_sc_hd__a211o_1,6,52.6
sky130_fd_sc_hd__a21oi_1,107,536
sky130_fd_sc_hd__inv_1,440,1650
sky130_fd_sc_hd__buf_4,5,37.5
sky130_fd_sc_hd__nand2_1,425,1600
sky130_fd_sc_hd__or2_2,13,81.3
sky130_fd_sc_hd__o21a_1,21,158
sky130_fd_sc_hd__mux2_1,6,67.6
sky130_fd_sc_hd__fa_1,96,1920
sky130_fd_sc_hd__o21ai_0,82,410
sky130_fd_sc_hd__o211ai_1,10,75.1
sky130_fd_sc_hd__a31oi_1,10,62.6
sky130_fd_sc_hd__xnor2_1,74,648
sky130_fd_sc_hd__o21ai_1,11,55.1
sky130_fd_sc_hd__nor4_1,22,138
sky130_fd_sc_hd__dfrtp_1,279,6980
sky130_fd_sc_hd__nor2_1,89,334
sky130_fd_sc_hd__and4_1,5,43.8
sky130_fd_sc_hd__xor2_1,65,569
sky130_fd_sc_hd__mux2i_1,9,90.1
sky130_fd_sc_hd__o31ai_1,16,120
sky130_fd_sc_hd__buf_2,12,60.1
sky130_fd_sc_hd__nor3_1,30,150
sky130_fd_sc_hd__nand4_1,36,225
sky130_fd_sc_hd__edfxtp_1,12,360
sky130_fd_sc_hd__nand3_1,61,305
sky130_fd_sc_hd__nand2b_1,27,169
sky130_fd_sc_hd__a211oi_1,7,52.6
Power is estimated from default activity; no workload was simulated.
